`run.sh`:
```
#!/bin/bash
# OpenROAD 26Q1-2900-gdf79404cd8, Yosys 0.63+post, stock flow scripts
make -C /OpenROAD-flow-scripts/flow DESIGN_CONFIG=/design/flow/config.mk WORK_HOME=/design/flow/orfs finish
```
`constraint.sdc`:
```
current_design MBA_module

set clk_period 15.7
set clk_io_pct 0.2

create_clock -name clk0 -period $clk_period [get_ports {clock}]

set non_clock_inputs [all_inputs -no_clocks]
set_input_delay [expr $clk_period * $clk_io_pct] -clock clk0 $non_clock_inputs
set_output_delay [expr $clk_period * $clk_io_pct] -clock clk0 [all_outputs]
```
`design.v`:
```
module MBA_module(p,a,b,clock);
    output [15:0] p;
    input [7:0]  a, b;
    input clock;
    reg [15:0] p,ans;
    integer i, lookup_tbl;
    integer operate;
    initial
    begin
        p=16'b0;
        ans=16'b0;
    end
    always @(negedge clock)
    begin
        p=16'b0;
        for(i=1;i<=7;i=i+2)
        begin
            if(i==1)
                lookup_tbl = 0;
            else
                lookup_tbl = b[i-2];
            lookup_tbl = lookup_tbl + 4*b[i] + 2*b[i-1]; 
            if(lookup_tbl == 0 || lookup_tbl == 7)
                operate = 0;
            else if(lookup_tbl == 3 || lookup_tbl == 4)
                operate = 2;
            else
                operate = 1;
            if(b[i] == 1)
                operate = -1*operate;
            case(operate)
            1:
                begin
                    ans=a;
                    ans=ans<<(i-1);
                    p=p+ans;
                end
            2:
                begin
                    ans=a<<1;
                    ans=ans<<(i-1);
                    p=p+ans;
                end
            -1:
                begin
                    ans=~a+1;
                    ans=ans<<(i-1);
                    p=p+ans;
                end
            -2:
                begin
                    ans=a<<1;
                    ans=~ans+1;
                    ans=ans<<(i-1);
                    p=p+ans;
                end
            endcase
        end
    end
endmodule
```
`config.mk`:
```
export PLATFORM = sky130hd
export DESIGN_NAME = MBA_module
export DESIGN_NICKNAME = MBA_module
export VERILOG_FILES = /design/flow/design.v
export SDC_FILE = /design/flow/constraint.sdc
export NUM_CORES = 4
export LEC_CHECK = 1
export CORE_UTILIZATION = 40
```
==> COMMIT_EDITMSG <==
Refresh implementation metrics

- AND/OR/NAND/NOR Cells, Area Fraction: 0.210
- Critical Path RT: 8110 ps
- Classification of the worst-slack hold path: in2reg
- The worst hold path passes through 3 cells.
- Yosys stat chip area: 5020 um^2
* Detailed Route WL: 20.1 mm
* Worst path buffer plus inverter count: 6
- Hpwl dp: 15.0 mm
- Worst Tran Pin Value: 748 ps
* Synthesized instance count: 714
- Synth warn: 1
* Top library cells by usage in the layout, fill and taps aside: 260 x buf_4, 64 x nand2_1, 54 x nor2_1, 48 x a21oi_1, 47 x inv_1
* Multiplexer share: 0.0249
* Number of global-route vias before repair: 6,043
* Wire length of the first global-routing pass: 30.6 mm
* # setup viols final: 6
- Clock sink count: 16
* Max Slew Vio Count: 0
- Init Core Util: 0.415
- CTS root buffer: clkbuf_16
* Minimum setup slack in the final design: -879 ps
* Post-Synth XOR/XNOR Area: 0.101
- Normalized max-slew margin: 0.500
* Setup_tns: -3570 ps
* Unrepaired setup endpoints after global routing: true
- TritonCTS created 3 clock buffers.
- For this run, the register share of the synthesized area comes to 0.0638.
- The final reports fail on setup timing.
- Total die area: 13,000 um^2
- Walking the critical path from launch to capture passes 32 cell instances.
- 33 I/O pins were placed.
* CP Launch Type: input pin
* Post-CTS Hold Buffers: 0
- Synthesis instantiated 79 different standard cells from the library.
- Clock tree from TritonCTS: built
* Outcome: finished with violations
- The cell-mix breakdown from Yosys lists the adder-cell area share as 0.173.
* OpenROAD warnings: 45
- The critical path maximum fanout is 5.
- Per the synthesis report, the AND-OR/OR-AND share of the synthesized area is 0.358.
- Drc violations: 0
- Per the synth log, the flip-flop and latch total comes to 16.
- In the synthesized netlist, the dominant kind of combinational cell is AND-OR/OR-AND gates.
- Setup slack after placement: -1930 ps
* Worst Path Class, Setup: in2reg
- During placement, the flow inserted port buffers numbering 32.
* Crit path largest cell delay: 500 ps
- In this run the horizontal extent of the chip is 114 um.
* Sum of overflow across all layers after global routing: 0
* Total number of vias: 6,506
- Synth async-reset ratio: 0
- The highest supply drop recorded on VDD is 0.0682 mV.
* Slowest stage cell on the critical path: or4b_4
- Crit path capture type: register
* Most instantiated flip-flop cell in the synthesis netlist: dfxtp_1
- Count of endpoints failing hold in the final timing report: 0
* Number of H-tree levels: 1
* Pin count of the biggest net entering global routing: 33
- Of the cells placed in the final design, the portion with a size suffix greater than 1 is 0.445.
* Initial antenna violation count: 1
- Post-synthesis instance area: 5020 um^2
- The most common logic cell in the final layout is buf_4.
- Gate family responsible for the most delay along the worst path: AND-OR/OR-AND gates
* Area Growth Syn to Fin: 68.2%
- The post-route utilization of the core is recorded as 0.697.
- The violation tally recorded at the end of detailed-routing iteration 0 is 424.
* Per-cell via count in the routed design: 5.60
- Arrival time worst endpoint: 8990 ps
- Leakage power of the design: 3.83 nW
- Maximum buffer depth of the clock tree: 2
- According to the floorplan report, the placeable core area is 12,100 um^2.
- Power density over the cells: 113 nW/um^2
* Placement row count: 40
- On the worst setup and hold paths after CTS, the clock-pin slew comes to 30 ps.
- The vertical die dimension reported for this design is 114 um.
- Each instance of the synthesized netlist takes up on average 7.03 um^2.
- Overall routing resource usage recorded by global route was 0.303.
- Number of flip-flops in the largest register: 16
- Max-cap violations in this run came to 0.
- Final estimated routing congestion in global placement: 1.00
* Antenna Nets Post-Route: 0
* Number of search-and-repair iterations in the first detailed-routing pass: 5
- Yosys stat counts 714 cells in the synthesized netlist.
- Wire per inst: 17.3 um
* Flip-flops with a built-in enable: 0
## layer usage
layer / vias to the layer above / global-route usage / share of wire
met5: - / 0 / 0
met4: 0 / 0.0667 / 0.018
met3: 29 / 0.0504 / 0.068
met2: 222 / 0.457 / 0.44
met1: 3050 / 0.455 / 0.48
li1: 3205 / - / -
## stage by stage
stage	area (um^2)	std cells	total power, mW	hold WS [ps]
after CTS	7880	1148	0.852	11000
final	8450	1161	0.953	11010
after floorplan	5200	714	0.436	11240
after global placement	7290	1107	0.708	11650
after global routing	8440	1160	1.03	11030
after detailed placement	7290	1107	0.716	11650
## repair_timing
action	4_1_cts	5_1_grt
buffers inserted	22	14
pin swaps	50	67
setup endpoints to repair	9	9
resized	82	87
## final cells by class
class	instances	area, um^2
fill	867	3660
tap	168	210
sequential	16	320
inverter	41	165
multi-input combinational	615	5240
clock inverter	17	65.1
timing repair buffer	300	2370
clock buffer	3	75.1
antenna	1	2.50
## worst paths after layout
path | startpoint | to | slack [ps]
min | a[0] | p[0] | 11010
max | a[1] | p[15] | -880
## synth_stat cells (16+ instances only)
| library cell | instances | area (um^2) |
|---|---|---|
| nand2_1 | 67 | 251 |
| nor3_1 | 25 | 125 |
| a21o_1 | 17 | 128 |
| clkbuf_1 | 28 | 105 |
| a21oi_1 | 72 | 360 |
| inv_1 | 40 | 150 |
| dfxtp_1 | 16 | 320 |
| o21ai_0 | 39 | 195 |
| ha_1 | 60 | 751 |
| xnor2_1 | 41 | 359 |
| o22ai_1 | 23 | 144 |
| nor2_1 | 59 | 221 |
## cell families after synthesis
logic type      Yosys count
fa+ha+maj                66
flops                    16
xor+xnor                 57
mux                      12
buf+inv                  83
simple gates            214
compound gates          266
## where the power goes
group | internal, mW | leakage [nW] | switching (mW)
clock | 0.0396 | 0.122 | 0.0330
sequential | 0.0586 | 0.135 | 0.00390
combinational | 0.456 | 3.57 | 0.362
total | 0.554 | 3.83 | 0.399
No activity file was given, so power comes from the tool's default toggle rates.
