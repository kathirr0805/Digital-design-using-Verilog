## design/flow/config.mk

```make
export PLATFORM = sky130hd
export DESIGN_NAME = boothmul
export DESIGN_NICKNAME = boothmul
export VERILOG_FILES = /design/flow/design.v
export SDC_FILE = /design/flow/constraint.sdc
export NUM_CORES = 4
export LEC_CHECK = 1
export CORE_UTILIZATION = 50
```

## design/flow/constraint.sdc

```tcl
current_design boothmul

set clk_period 27.6
set clk_io_pct 0.2

create_clock -name clk0 -period $clk_period

set non_clock_inputs [all_inputs -no_clocks]
set_input_delay [expr $clk_period * $clk_io_pct] -clock clk0 $non_clock_inputs
set_output_delay [expr $clk_period * $clk_io_pct] -clock clk0 [all_outputs]
```

## design/flow/design.v

```verilog
module invert(output ib,input b);
	assign ib = ~b;
endmodule
module and2 (input wire i0, i1, output wire o);
  assign o = i0 & i1;
endmodule
module or2 (input wire i0, i1, output wire o);
  assign o = i0 | i1;
endmodule
module xor2 (input wire i0, i1, output wire o);
  assign o = i0 ^ i1;
endmodule
module nand2 (input wire i0, i1, output wire o);
   wire t;
   and2 and2_0 (i0, i1, t);
   invert invert_0 (t, o);
endmodule
module nor2 (input wire i0, i1, output wire o);
   wire t;
   or2 or2_0 (i0, i1, t);
   invert invert_0 (t, o);
endmodule
module xnor2 (input wire i0, i1, output wire o);
   wire t;
   xor2 xor2_0 (i0, i1, t);
   invert invert_0 (t, o);
endmodule
module and3 (input wire i0, i1, i2, output wire o);
   wire t;
   and2 and2_0 (i0, i1, t);
   and2 and2_1 (i2, t, o);
endmodule
module or3 (input wire i0, i1, i2, output wire o);
   wire t;
   or2 or2_0 (i0, i1, t);
   or2 or2_1 (i2, t, o);
endmodule
module nor3 (input wire i0, i1, i2, output wire o);
   wire t;
   or2 or2_0 (i0, i1, t);
   nor2 nor2_0 (i2, t, o);
endmodule
module nand3 (input wire i0, i1, i2, output wire o);
   wire t;
   and2 and2_0 (i0, i1, t);
   nand2 nand2_1 (i2, t, o);
endmodule
module xor3 (input wire i0, i1, i2, output wire o);
   wire t;
   xor2 xor2_0 (i0, i1, t);
   xor2 xor2_1 (i2, t, o);
endmodule
module xnor3 (input wire i0, i1, i2, output wire o);
   wire t;
   xor2 xor2_0 (i0, i1, t);
   xnor2 xnor2_0 (i2, t, o);
endmodule
module fa (input wire i0, i1, cin, output wire sum, cout);
   wire t0, t1, t2;
   xor3 _i0 (i0, i1, cin, sum);
   and2 _i1 (i0, i1, t0);
   and2 _i2 (i1, cin, t1);
   and2 _i3 (cin, i0, t2);
   or3 _i4 (t0, t1, t2, cout);
endmodule
module Adder(a,b,sum);
	input [7:0] a,b;
	output [7:0]sum;
	wire cout;
	wire [7:0] q;
	fa fa1(a[0],b[0],1'b0,sum[0],q[0]);
	fa fa2(a[1],b[1],q[0],sum[1],q[1]);
	fa fa3(a[2],b[2],q[1],sum[2],q[2]);
	fa fa4(a[3],b[3],q[2],sum[3],q[3]);
	fa fa5(a[4],b[4],q[3],sum[4],q[4]);
	fa fa6(a[5],b[5],q[4],sum[5],q[5]);
	fa fa7(a[6],b[6],q[5],sum[6],q[6]);
	fa fa8(a[7],b[7],q[6],sum[7],cout);
endmodule
module subtractor(a,b,sum);
	input [7:0] a,b;
	output [7:0]sum;
	wire [7:0] ib;
	wire cout;
	invert b1(ib[0],b[0]);
	invert b2(ib[1],b[1]);
	invert b3(ib[2],b[2]);
	invert b4(ib[3],b[3]);
	invert b5(ib[4],b[4]);
	invert b6(ib[5],b[5]);
	invert b7(ib[6],b[6]);
	invert b8(ib[7],b[7]);
	wire [7:0] q;
	fa fa1(a[0],ib[0],1'b1,sum[0],q[0]);
	fa fa2(a[1],ib[1],q[0],sum[1],q[1]);
	fa fa3(a[2],ib[2],q[1],sum[2],q[2]);
	fa fa4(a[3],ib[3],q[2],sum[3],q[3]);
	fa fa5(a[4],ib[4],q[3],sum[4],q[4]);
	fa fa6(a[5],ib[5],q[4],sum[5],q[5]);
	fa fa7(a[6],ib[6],q[5],sum[6],q[6]);
	fa fa8(a[7],ib[7],q[6],sum[7],cout);
endmodule
module booth_substep(input wire signed [7:0]a,Q,input wire signed q0,input wire signed [7:0] m,output reg signed [7:0] f8,output reg signed [7:0] l8,output reg cq0);
	wire [7:0] addam,subam;
	Adder myadd(a,m,addam);
	subtractor mysub(a,m,subam);
		always @(*) begin	
		if(Q[0] == q0) begin
			 cq0 = Q[0];
			l8 = Q>>1;
			 l8[7] = a[0];
			 f8 = a>>1;
			if (a[7] == 1)
			f8[7] = 1;
		end
		else if(Q[0] == 1 && q0 ==0) begin
			 cq0 = Q[0];
				l8 = Q>>1;
			 l8[7] = subam[0];
			 f8 = subam>>1;
			if (subam[7] == 1)
			f8[7] = 1;
		end
		else begin
			 cq0 = Q[0];
				l8 = Q>>1;
			 l8[7] = addam[0];
			 f8 = addam>>1;
			if (addam[7] == 1)
			f8[7] = 1;
		end
end	
endmodule 
module boothmul(input signed[7:0]a,b,output signed [15:0] c);
	wire signed [7:0]Q0,Q1,Q2,Q3,Q4,Q5,Q6,Q7;
	wire signed [7:0] m;
	wire signed [7:0] A1,A0,A3,A2;
	wire signed [7:0] A4,A5,A6,A7;
	wire signed[7:0] q0;
	wire qout;
	booth_substep step1(8'b00000000,a,1'b0,b,A1,Q1,q0[1]);
	booth_substep step2(A1,Q1,q0[1],b,A2,Q2,q0[2]);
	booth_substep step3(A2,Q2,q0[2],b,A3,Q3,q0[3]);
	booth_substep step4(A3,Q3,q0[3],b,A4,Q4,q0[4]);
	booth_substep step5(A4,Q4,q0[4],b,A5,Q5,q0[5]);
	booth_substep step6(A5,Q5,q0[5],b,A6,Q6,q0[6]);
	booth_substep step7(A6,Q6,q0[6],b,A7,Q7,q0[7]);
	booth_substep step8(A7,Q7,q0[7],b,c[15:8],c[7:0],qout);
endmodule
module tb;
wire signed [15:0] z;
reg signed [7:0] a,b;
boothmul my_booth(.a(a),.b(b),.c(z));
initial begin 
end
initial
begin
$monitor($time,"Multiplication: %d * %d = %d",a,b,z );
a = 8'b11110000;
b = 8'b11110000;
#10
a = 8'b10010101;
b = 8'b100000;
#10
a = 8'b0111;
b = 8'b0;
#10
b = 8'b1;
a = 8'b1;
#10  
a = 8'b00111100;
b = 8'b0101;
#10
a = 8'b10101010;
b = 8'b100011;
#10
a = 8'b010001;
b = 8'b11100;
#10
a = 8'b1000;
b = 8'b10111111;
end
endmodule
```

## design/flow/run.sh

```bash
#!/bin/bash
# OpenROAD 26Q1-2900-gdf79404cd8, Yosys 0.63+post, stock flow scripts
make -C /OpenROAD-flow-scripts/flow DESIGN_CONFIG=/design/flow/config.mk WORK_HOME=/design/flow/orfs finish
```

==> results.txt <==
run results: Netlist Area Pre-Place 3729 um2, syn_area_per_cell 8.773 um2, first-pass GRT wire length 12.63 mm, routed wl met2 3.262 mm, Metal-1 WL 3.507 mm, # port buffers 32, Chip Area, Yosys 3729 um2, count of pins over their slew limit 0, Finished Layout Cells 542, Design Area, Final 4123 um2, placed cell count 542, std cell rows 31, outcome finished, final reports clean, Yosys Warn Count 1, post-route ant nets 0, routed wl met3 204 um, chip height 88.36 um, Cell area leaders fa_1 (45%), inv_1 (9.3%), ha_1 (8.4%), Commonest Layout Cell inv_1, Worst Path Required 22080 ps, DR WL/cell 12.87 um, ANT cells 0, Crit Path Max Fanout 14, pwr/cell area 87.92 nW/um2, DR pass1 iterations 4, initial antenna violation count 0, cts repair resizes 0, Top cell area share 45.10%, most numerous logic cells after layout inv_1 (92), fa_1 (84), nor2_1 (48), fp util 51.68%, number of vias per cell 4.943, hpwl dp 6.316 mm, Least-Margin Pin Slew 678.6 ps, crit share post-route 91.27%, hold_buf cts 0, Layout fillers 677, Post-Syn Instances 425, seq_cells 0, LEAKAGE 0.001963 uW, crit path time final 25190 ps, max-cap viol count 0, placed cell area 4123 um2, Fin. Hold Viols 0, TNS Setup 0 ps, fmax 39.70 MHz, area grow syn2layout 10.57%, top sig layer met3, Tot GR Track Use 22.29%, vias in the first global route 2710, full die area 7807 um2, max_slew headroom 54.37%, Netlist cell types 37, ys cells 425, Via Count 2679, Logic area 3288 um2, final setup fails 0, Final Wtd Congestion 0.8315, Crit. End Element output pin, maximum number of pins on one net before global-route repair 18, most used cell, CP fa_1, Overflow after GRT 0, die span in x 88.36 um, peak supply drop 0.00006151 V, 1st-iter DRT viols 94, slowest stage cell on the critical path clkdlybuf4s50_1, leading area contributor after synthesis fa_1, residual DRC count 0, Setup crit start kind input pin, tool warnings 38, Pwr Total 362.5 uW, CP arrival 19670 ps, share of cells above drive strength 1 3.612%, Final Core Density 57.15%, number of clock buffers in the layout 0, Post-CTS Setup Bufs 0, Synth Seq Share 0%, IO Count 32, Routed Wire Length 6.974 mm, crit path kind input pin to output pin, RSZ-0062 raised after global routing no, Critical Path Max Stage Delay 800 ps, core area 7214 um2, Sequential Area 0 um2, Hold Path Class input pin to output pin
[kinds of logic after synthesis]
kind of cell    count (synthesis)  share of synthesized area [%]
buf+inv                       112                          11.81
xor+xnor                       12                          3.926
fa+ha+maj                     109                          53.49
compound gates                 80                          13.49
simple gates                   84                          9.665
mux                            28                          7.617
[per-stage QoR]
step                worst slack, ps  hold WS, ps
finish                         2409        12330
global route                   1168        12440
CTS                            2294        12360
detailed placement             2315        12360
global placement               2486        12320
floorplan                      4643        11130
[critical path: cells and delay by family]
| family | cells | cell delay [ps] |
|---|---|---|
| fa+ha+maj | 20 | 8320 |
| buf+inv | 12 | 2270 |
| xor+xnor | 2 | 340 |
| mux | 4 | 490 |
| compound gates | 9 | 2180 |
| simple gates | 7 | 540 |
[final cells by class]
class	instances	share of cell area, %
multi-input cells	313	79.76
well taps	99	3.005
inverters	92	8.376
repair buffers	38	8.862
[final timing paths]
path              cells past startpoint  slack, ps     to  start
setup / recovery                     54       2410  c[14]   b[0]
hold / removal                        4      12330   c[1]   a[0]
[cells in the mapped netlist, types with 2 or more instances]
master and count:
and2_1 3, inv_1 92, mux2_2 3, a21oi_1 36, nor2_1 48, nand2_1 17, a211oi_1 17, nand3_1 2
a21o_1 6, buf_6 2, mux2i_1 25, nand2b_1 4, o31ai_1 4, fa_1 84, nor2b_1 6, xnor2_1 8
clkbuf_1 15, ha_1 25, o21ai_0 10
[routing by layer]
metal | GRT usage, % | vias up
met4 | 0 | 0
met1 | 37.95 | 1274
met3 | 3.122 | 0
met5 | 0 | -
li1 | - | 1372
met2 | 35.10 | 33
[power breakdown]
part	switching [uW]	internal [uW]	total, uW
combinational	183	180	362
sequential	0	0	0
clock	0	0	0
total	183	180	362
Power figures rest on the tool's default switching activity, not on a simulated workload.
