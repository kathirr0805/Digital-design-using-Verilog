[./run.sh]
#!/bin/bash
# OpenROAD 26Q1-2900-gdf79404cd8, Yosys 0.63+post, stock flow scripts
make -C /OpenROAD-flow-scripts/flow DESIGN_CONFIG=/design/flow/config.mk WORK_HOME=/design/flow/orfs finish
[./config.mk]
export PLATFORM = sky130hd
export DESIGN_NAME = array16
export DESIGN_NICKNAME = array16
export VERILOG_FILES = /design/flow/design.v
export SDC_FILE = /design/flow/constraint.sdc
export NUM_CORES = 4
export LEC_CHECK = 1
export CORE_UTILIZATION = 40
[./constraint.sdc]
current_design array16

set clk_period 14.4
set clk_io_pct 0.2

create_clock -name clk0 -period $clk_period

set non_clock_inputs [all_inputs -no_clocks]
set_input_delay [expr $clk_period * $clk_io_pct] -clock clk0 $non_clock_inputs
set_output_delay [expr $clk_period * $clk_io_pct] -clock clk0 [all_outputs]
[./design.v]
module array16(a,b,c);
    input [15:0]a,b;
    output [31:0]c;
    wire [15:0]q0,q1,q2,q3,q4,temp1;
    wire [31:0]c;
    wire [23:0]q5,q6,temp2,temp3,temp4;
    array8 z1(a[7:0],b[7:0],q0[15:0]);
    array8 z2(a[15:8],b[7:0],q1[15:0]);
    array8 z3(a[7:0],b[15:8],q2[15:0]);
    array8 z4(a[15:8],b[15:8],q3[15:0]);
    assign temp1 ={8'b0,q0[15:8]};
    assign q4 = q1[15:0]+temp1;
    assign temp2 ={8'b0,q2[15:0]};
    assign temp3 ={q3[15:0],8'b0};
    assign q5 = temp2+temp3;
    assign temp4={8'b0,q4[15:0]};
    assign q6 = temp4 + q5;
    assign c[7:0]=q0[7:0];
    assign c[31:8]=q6[23:0];
endmodule
module array2(a, b, c);
    input [1:0]a, b;
    output [3:0]c;
    wire [3:0]c, temp;
    assign c[0]=a[0]&b[0];
    assign temp[0]=a[1]&b[0];
    assign temp[1]=a[0]&b[1];
    assign temp[2]=a[1]&b[1];
    ha z1(temp[0],temp[1],c[1],temp[3]);
    ha z2(temp[2],temp[3],c[2],c[3]);
endmodule
module array4(a,b,c);
    input [3:0]a, b;
    output [7:0]c;
    wire [3:0]q0,q1,q2,q3,q4,temp1;
    wire [7:0]c;
    wire [5:0]q5,q6,temp2,temp3,temp4;
    array2 z1(a[1:0],b[1:0],q0[3:0]);
    array2 z2(a[3:2],b[1:0],q1[3:0]);
    array2 z3(a[1:0],b[3:2],q2[3:0]);
    array2 z4(a[3:2],b[3:2],q3[3:0]);
    assign temp1 ={2'b0,q0[3:2]};
    assign q4 = q1[3:0]+temp1;
    assign temp2 ={2'b0,q2[3:0]};
    assign temp3 ={q3[3:0],2'b0};
    assign q5 = temp2+temp3;
    assign temp4={2'b0,q4[3:0]};
    assign q6 = temp4+q5;
    assign c[1:0]=q0[1:0];
    assign c[7:2]=q6[5:0];
endmodule
module array8(a,b,c);
    input [7:0]a,b;
    output [15:0]c;
    wire [15:0]q0,q1,q2,q3,c;
    wire [7:0]q4,temp1;
    wire [11:0]q5,q6,temp2temp3,temp4;
    array4 z1(a[3:0],b[3:0],q0[15:0]);
    array4 z2(a[7:4],b[3:0],q1[15:0]);
    array4 z3(a[3:0],b[7:4],q2[15:0]);
    array4 z4(a[7:4],b[7:4],q3[15:0]);
    assign temp1 ={4'b0,q0[7:4]};
    assign q4 = q1[7:0]+temp1;
    assign temp2 ={4'b0,q2[7:0]};
    assign temp3 ={q3[7:0],4'b0};
    assign q5 = temp2+temp3;
    assign temp4={4'b0,q4[7:0]};
    assign q6 = temp4+q5;
    assign c[3:0]=q0[3:0];
    assign c[15:4]=q6[11:0];
endmodule
module ha(a,b,s,c);
    input a,b;
    output s,c;
    assign s = a^b;
    assign c = a&b;
endmodule
==> flow_summary.toml <==
# flow metrics
[run_status]
status = "complete, no violations"

[setup_path]
crit_arrival_ns = 11.17
cp_num_buf_inv = 5
cp-end-kind = "primary output"
critPathMaxFanout = 4
path_class = "primary input to primary output"
cp_num_cells = 37
start_kind = "primary input"
cpPeakStageDelay_ns = 0.53
cp_slowest_cell = "fa_1"
critPathRequiredTime_ns = 11.52
crit_family = "adder cells"

[sta]
slew_headroom_pct = 64.5
setup_viol = 0
tns_ns = 0
fmax_mhz = 71.2
min_period_ns = 14.05
finalMaxSlewViolations = 0
worst_pin_slew_ns = 0.530
hold_viol = 0
min_period_over_period_pct = 97.6

[drt]
firstDrtPassIters = 4
routed_wl_microns = 13500
drtIter0Drc = 80
num_antenna_cells = 0
ant_nets = 0
vias_per_cell = 4.80
drcViolationCount = 0
num_vias = 5390
avgRoutedWirePerCell_microns = 12.0

[yosys]
netlist_area_sq_mm = 0.00655
ys_warn_count = 6
ys_chip_area_sq_mm = 0.00655
yosysCellCount = 791
synthTopCellsByArea = "ha_1 34%, fa_1 13%, and2_1 12%"
synth_area_per_cell_sq_um = 8.29
yosys.area.top_type_share_pct = 34.4
ys_seq_share_pct = 0
synth_cell_type_count = 46
synth_area_leader_cell = "ha_1"
syn_inst = 791

[global_routing]
grt_pass1_vias = 5088
antenna_found_initial = 0
grt_pass1_wl_microns = 22900
grtUsageTotal_pct = 17.2
grt_max_degree = 17
grt_overflow = 0

[power_and_ir_drop]
vdd_drop_max_uv = 132
pwr-share-seq_pct = 0
pwr-share-clk_pct = 0
intPower_mw = 0.720
p_sw_mw = 0.549
leakage_nw = 4.35
p_per_area_mw_per_mm2 = 154
power.total_mw = 1.27
p_sw_share_pct = 43.3
p_comb_share_pct = 100.0

[place]
routabilityCongestion = 0.816
place_area_sq_mm = 0.00778
dp_hpwl_microns = 11700
io_buffers = 55

[final_layout]
seq_area_sq_um = 0
mostFrequentLayoutCells = "173 x ha_1, 122 x and2_1, 99 x inv_1, 68 x buf_4, 61 x xnor2_1"
clock_buffers = 0
area_growth_pct = 25.5
final_common_cell = "ha_1"
nFlopsAndLatches = 0
final_cell_area_sq_mm = 0.00822
drive_gt1_share_pct = 15.0

[die]
die_h_microns = 130
dieWidth_microns = 130
dieArea_sq_mm = 0.0169
coreArea_sq_mm = 0.0159
boundaryPins = 64
fp_util_pct = 41.1
num_rows = 46

[hold_path]
whs_path_depth = 4
hold_class = "primary input to primary output"

[job]
cap_violations = 0
warnings = 38

[cts]
hold_buffers = 0
-- Yosys cell counts, types with 3 or more instances --
| library cell | number |
|---|---|
| fa_1 | 43 |
| a21o_1 | 25 |
| or2_2 | 3 |
| o21a_1 | 4 |
| o21ai_0 | 12 |
| a211oi_1 | 3 |
| inv_1 | 99 |
| a21oi_1 | 53 |
| clkbuf_1 | 8 |
| and3_1 | 3 |
| nor3_1 | 4 |
| xnor2_1 | 66 |
| nand2_1 | 28 |
| ha_1 | 180 |
| nand2b_1 | 3 |
| xor2_1 | 37 |
| nor2_1 | 23 |
| o21bai_1 | 6 |
| buf_4 | 4 |
| nand3_1 | 14 |
| nor2b_1 | 12 |
| nand3b_1 | 4 |
| and2_1 | 125 |
| o31ai_1 | 3 |
-- cell type report --
class                           count  area, sq um
Inverter                           99          372
Multi-Input combinational cell    683         6470
Fill cell                        1549         7720
Timing Repair Buffer              126         1110
Tap cell                          216          270
-- layer usage --
metal / share of wire (%) / up-vias / track usage, %
li1: - / 2878 / -
met1: 52 / 2472 / 25.3
met2: 47 / 40 / 30.4
met3: 1.6 / 0 / 0.418
met4: 0 / 0 / 0
met5: 0 / - / 0
-- stage by stage --
step	setup slack, ns	std cells	hold WS [ns]	utilization [%]
after CTS	0.00618	1113	6.92	49.4
after floorplan	0.763	794	5.84	-
after global routing	-0.0790	1124	6.62	51.6
after global placement	-0.340	1113	6.92	48.8
final	0.352	1124	6.58	51.6
after detailed placement	-0.329	1113	6.92	48.8
-- path summary, 6_finish.rpt --
path,from,slack (ns),end
min,a[0],6.58,c[1]
max,a[2],0.35,c[26]
-- kinds of logic (layout without fill, tap and decap cells) --
logic type      count (synthesis)  after routing  synth area share, %
simple gates                  229            229                 19.9
xor+xnor                      103            103                 13.8
fa+ha+maj                     223            223                 47.5
mux                             2              2                0.325
other cells                     1              4               0.0572
compound gates                122            122                 11.9
buf+inv                       111            225                 6.59
-- tightest hold or removal path: stages --
cell	delay, ns
dlymetal6s2s_1	0.11
and2_4	0.16
ha_4	0.11
clkdlybuf4s50_1	0.45
-- repair_timing --
item,CTS,global route
endpoints found under the setup margin,8,11
endpoints found under the hold margin,0,0
setup buffers,0,11
pin swaps,10,37
resized,19,62
-- power groups by stage --
stage         sequential (mW)  combinational [mW]  clock [mW]
finish                      0                1.27           0
global route                0                1.43           0
CTS                         0                1.21           0
Power and IR drop assume default switching activity.
